**flow/config.mk**
```make
export PLATFORM = sky130hd
export DESIGN_NAME = multiplier_unsigned_32
export DESIGN_NICKNAME = multiplier_unsigned_32
export VERILOG_FILES = /design/flow/design.v
export SDC_FILE = /design/flow/constraint.sdc
export NUM_CORES = 4
export LEC_CHECK = 1
export CORE_UTILIZATION = 50
```
**flow/constraint.sdc**
```tcl
current_design multiplier_unsigned_32

set clk_period 70.3
set clk_io_pct 0.2

create_clock -name clk0 -period $clk_period

set non_clock_inputs [all_inputs -no_clocks]
set_input_delay [expr $clk_period * $clk_io_pct] -clock clk0 $non_clock_inputs
set_output_delay [expr $clk_period * $clk_io_pct] -clock clk0 [all_outputs]
```
**flow/design.v**
```verilog
module fulladder_and(input logic a, b, sin, cin, 
                     output logic sout, cout);
    logic a_and_b;
    assign a_and_b = a & b;
    assign sout = a_and_b ^ sin ^ cin;
    assign cout = a_and_b & sin | a_and_b & cin | sin & cin;
endmodule
module multiplier_unsigned_32(input logic [31:0] a, b,
                              output logic [63:0] y);
    logic [31:0] layers [31:0];
    logic [31:0] carry_logic[31:0];  
    genvar i, k;
    generate begin
    for (k = 0; k < 32; k++) begin    
        if (k == 0) begin: zero_layer
           for (i = 0; i < 32; i++) begin
               assign layers[0][i] = a[i] & b[0];
           end
        end  
        else if (k == 1) begin: first_layer
            fulladder_and     f0(a[0], b[k], layers[k-1][1],    0,                 layers[k][0],  carry_logic[k][0]);
            for (i = 1; i < 31; i++) begin
                fulladder_and f1(a[i],  b[k], layers[k-1][i+1], carry_logic[k][i-1], layers[k][i], carry_logic[k][i]);
            end
            fulladder_and     f2(a[31], b[k],     0,            carry_logic[k][30],  layers[k][31], carry_logic[k][31]);
        end
        else begin: regular_layer
           for (i = 0; i < 32; i++) begin 
               if ( i == 0)
                   fulladder_and f3(a[i], b[k], layers[k-1][i+1], 0,                   layers[k][i],     carry_logic[k][i]);
               else if ( i < 31)  
                   fulladder_and f4(a[i], b[k], layers[k-1][i+1], carry_logic[k][i-1], layers[k][i], carry_logic[k][i]);
               else
                   fulladder_and f5(a[i], b[k], carry_logic[k-1][i], carry_logic[k][i-1], layers[k][i], carry_logic[k][i]);
           end
        end
    end
    end
    endgenerate
    generate begin
    for( i = 0; i < 32; i++) begin   
       assign y[i] = layers[i][0];
    end
    end
    endgenerate
    assign y[62:32] = layers[31][31:1];   
    assign y[63] = carry_logic[31][31];
endmodule
```
**flow/run.sh**
```bash
#!/bin/bash
# OpenROAD 26Q1-2900-gdf79404cd8, Yosys 0.63+post, stock flow scripts
make -C /OpenROAD-flow-scripts/flow DESIGN_CONFIG=/design/flow/config.mk WORK_HOME=/design/flow/orfs finish
```
==> reports/qor.yml <==
yosys:
  yosys_area_um2: 27700
  synth-seq-area-share_pct: 0
  ys_warn_count: 4
  netlist_area_um2: 27700
  ys_cells: 2395
  syn_avg_cell_area_um2: 11.6
  syn_inst: 2395
  ys_types: 8
job:
  timing.max_cap.violations: 0
  log.warning_count: 32
floorplanning:
  rows: 85
  die_w_um: 237
  ios: 128
  die-area_um2: 56300
  core_um2: 54200
  die_h_um: 237
  fp_util_pct: 51.0
hold_path:
  hold_path_startpoint: "a[0]"
  min_path_cells: 4
  min_path_type: "input pin to primary output"
  whs_endpoint: "y[0]"
drt:
  via_per_inst: 4.83
  num_vias: 14600
  dr.pass1.iters: 4
  routed_wl_um: 33900
  antenna_left: 0
  drt-wirelength-per-cell_um: 11.2
  drt_iter0_drc: 122
  antenna_cells: 0
  drc: 0
global_routing:
  grt_pass1_wl_um: 68500
  grt_pass1_vias: 16400
  grt_usage_pct: 15.0
  grt_max_degree: 33
  antenna_found_initial: 0
  gr-total-overflow: 0
sta:
  max_freq_mhz: 14.5
  fin_tns_setup_ns: 0
  hold_viol_final: 0
  period_minus_slack_ns: 68.76
  fin_crit_sh_pct: 97.8
  whs_ns: 29.27
  max_slew.worst_pin.slew_ns: 0.356
  max-slew-margin-rel_pct: 76.3
  fin_ws_ns: 1.54
  final_max_slew_viol_count: 0
  setup_viol_count_final: 0
finish:
  drive_above_1_share_pct: 4.03
  clock_buffer_count: 0
  regArea_um2: 0
  ff_count: 0
  area_delta_synth_final_pct: 4.66
setup_path:
  cp.required_ns: 56.24
  path_delay_family: "adder cells"
  crit_fanout: 32
  critPathKind: "input pin to primary output"
  crit_arrival_ns: 54.70
  crit_top_cell: "fa_1"
  worst_setup_path_end_kind: "primary output"
  cp.buffers_inverters: 11
  startpoint_type: "input pin"
  cpPeakStageDelay_ns: 0.57
  crit_slowest_cell: "fa_2"
clock_network:
  cts_hold_buf: 0
  postCtsSetupRepairBufs: 0
  cts_resized: 0
outcome:
  status: "finished, final reports clean"
placement:
  hpwl_um: 35200
  port_buffers: 128
  gp_congestion: 0.763
  pre_cts_ws_ns: 1.16
## cell usage after synthesis
master / count / area share, %
fa_1: 960 / 69
and2_1: 924 / 21
inv_1: 124 / 1.7
clkbuf_2: 107 / 1.9
nand2_1: 100 / 1.4
buf_2: 82 / 1.5
buf_4: 66 / 1.8
ha_1: 32 / 1.4
## per-layer routing
| layer | vias to the layer above | track usage [%] | share of wire [%] |
|---|---|---|---|
| met1 | 7800 | 23.5 | 42 |
| met2 | 107 | 26.5 | 56 |
| met5 | - | 0 | 0 |
| met4 | 0 | 0.0391 | 0.024 |
| li1 | 6726 | - | - |
| met3 | 2 | 1.42 | 1.9 |
## area by class of cell
cell class	instances	area (um2)
Multi-Input combinational cell	2016	25800
Timing Repair Buffer	192	1790
Fill cell	4659	25300
Tap cell	696	871
Inverter	124	465
## cell families after synthesis
family / synth area share (%)
simple gates: 22.2
fa+ha+maj: 70.9
buf+inv: 6.89
## metrics by stage
step                cells  util (%)  area (um2)
floorplan            2395         -       27700
global placement     3028      53.2       28900
detailed placement   3028      53.2       28900
CTS                  3028      53.2       28900
global route         3028      53.4       29000
finish               3028      53.4       29000
## how the worst max path moves through the flow
stage                 cells past startpoint     to  from  slack (ns)
after CTS                               104  y[62]  b[1]        1.19
after global routing                    106  y[62]  b[1]       -0.03
final                                   104  y[62]  b[1]        1.54
## cell usage in the layout, fill, tap and decap left out
| cell | n |
|---|---|
| and2_1 | 924 |
| buf_6 | 3 |
| nand2_1 | 100 |
| fa_2 | 30 |
| ha_1 | 32 |
| fa_1 | 930 |
| inv_1 | 124 |
| buf_4 | 60 |
| clkdlybuf4s50_1 | 128 |
| buf_12 | 1 |
