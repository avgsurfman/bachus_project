### flow/config.mk
export PLATFORM = sky130hd
export DESIGN_NAME = F_invPriority_encoder
export DESIGN_NICKNAME = F_invPriority_encoder
export VERILOG_FILES = /design/flow/design.v
export SDC_FILE = /design/flow/constraint.sdc
export NUM_CORES = 4
export LEC_CHECK = 1
export CORE_AREA = 10 10 70 70
export DIE_AREA = 0 0 80 80
### flow/constraint.sdc
current_design F_invPriority_encoder

set clk_period 3.8
set clk_io_pct 0.2

create_clock -name clk0 -period $clk_period

set non_clock_inputs [all_inputs -no_clocks]
set_input_delay [expr $clk_period * $clk_io_pct] -clock clk0 $non_clock_inputs
set_output_delay [expr $clk_period * $clk_io_pct] -clock clk0 [all_outputs]
### flow/design.v
module F_invPriority_encoder(input logic [22:0] a,
                          output logic [4:0] y);
    always_comb begin
        casez(a)
        23'b00000_0000_0000_0000_0000_00: y=5'd23;
        23'b00000_0000_0000_0000_0000_01: y=5'd22;
        23'b00000_0000_0000_0000_0000_1?: y=5'd21;
        23'b00000_0000_0000_0000_0001_??: y=5'd20;
        23'b00000_0000_0000_0000_001?_??: y=5'd19;
        23'b00000_0000_0000_0000_01??_??: y=5'd18;
        23'b00000_0000_0000_0000_1???_??: y=5'd17;
        23'b00000_0000_0000_0001_????_??: y=5'd16;
        23'b00000_0000_0000_001?_????_??: y=5'd15;
        23'b00000_0000_0000_01??_????_??: y=5'd14;
        23'b00000_0000_0000_1???_????_??: y=5'd13;
        23'b00000_0000_0001_????_????_??: y=5'd12;
        23'b00000_0000_001?_????_????_??: y=5'd11;
        23'b00000_0000_01??_????_????_??: y=5'd10;
        23'b00000_0000_1???_????_????_??: y=5'd9;
        23'b00000_0001_????_????_????_??: y=5'd8;
        23'b00000_001?_????_????_????_??: y=5'd7;
        23'b00000_01??_????_????_????_??: y=5'd6;
        23'b00000_1???_????_????_????_??: y=5'd5;
        23'b00001_????_????_????_????_??: y=5'd4;
        23'b0001?_????_????_????_????_??: y=5'd3;
        23'b001??_????_????_????_????_??: y=5'd2;
        23'b01???_????_????_????_????_??: y=5'd1;
        23'b1????_????_????_????_????_??: y=5'd0;
        endcase
    end
endmodule
### flow/run.sh
#!/bin/bash
# OpenROAD 26Q1-2900-gdf79404cd8, Yosys 0.63+post, stock flow scripts
make -C /OpenROAD-flow-scripts/flow DESIGN_CONFIG=/design/flow/config.mk WORK_HOME=/design/flow/orfs finish
==> impl_metrics.toml <==
# implementation run metrics
[yosys]
top_cell = "nor2_1"
synth_area_um2 = 332
netlist.top_cell.by_area = "nor2_1"
top_cells_by_count = "8 x nor2_1, 6 x inv_1, 4 x a21oi_1, 4 x nor3_1"
yosysChipArea_um2 = 332
ys_cells = 50
synth_cells = 50
synth_top_area_share = 0.0906
synth_area_per_cell_um2 = 6.63
yosysUniqueCellTypes = 29
ys_seq_frac = 0
topCellsByArea = "nor2_1 9.1%, inv_1 6.8%, or4_4 6.8%"
ys_warn_count = 1

[worst_hold_path]
hold_start = "a[22]"
whs_endpoint = "y[0]"
min_path_cells = 3
min_path_type = "in2out"

[worst_setup_path]
startpoint_type = "input port"
cp.arrival_ns = 2.98
critPathLaunch = "a[21]"
critPathMaxFanout = 4
cp-end-kind = "output pin"
required_ns = 3.04
worstSetupPathType = "in2out"

[route]
diodes = 0
viasPerCell = 4.02
drtAntennaViolNets = 0
finalWirelength_um = 1530
post_drt_wl_per_cell_um = 11.8
first_pass_iters = 4
drt_iter0_drc = 59
drc = 0
num_vias = 523

[place]
portBuffers = 28
place_ws_ns = 0.0460
dpl.cell_count = 130
gp_congestion = 0.861
placedInstanceArea_um2 = 714
dp_hpwl_um = 1410

[global_route]
gr-total-overflow = 0
grt_max_degree = 7
grt_pass1_wl_um = 2420
gr-usage-all-layers = 0.0448
grt_pass1_vias = 518
antenna_found_initial = 0

[layout]
seq_area_um2 = 0
flops = 0
final_cells = 130
fin_util = 0.210
area_growth_pct = 116
nClkBuffers = 0
drive_above_1_share = 0.167
final_area_um2 = 716

[sta]
tns_ns = 0
layout_setup_ws_ns = 0.0587
finalSetupViolCount = 0
tightest_slew_ns = 0.451
slew_violations = 0
min_period_over_period = 0.985
hold_slack_ns = 2.56
fmax_ghz = 0.267
min_period_ns = 3.74
hold_viol = 0
max_slew_margin = 0.697
rsz0062_at_grt = "no"

[floorplanning]
coreArea_mm2 = 0.00342
num_rows = 21
fp_util = 0.0971
io_pins = 28
die_w_um = 80
die_h_um = 80
dieArea_mm2 = 0.00640

[power]
p_leak_nw = 0.259
power_density_mw_per_mm2 = 77.3
total_power_uw = 55.4
ir_drop_mv = 0.0151

[clock_tree]
cts_hold_buf = 0

[status]
outcome = "finished clean"

[job]
log.warning_count = 32
maxCapViolCount = 0
## critical path: stages
cell	delay (ns)
clkdlybuf4s50_1	0.42
or4_4	0.58
nand2b_4	0.17
or4b_1	0.47
nand4_1	0.10
clkdlybuf4s50_1	0.48
## final cells by class
cell class	instances	area (um^2)
Inverter	6	22.5
Tap cell	46	57.6
Timing Repair Buffer	34	325
Multi-Input combinational cell	44	310
Fill cell	387	2700
## routing by layer
metal  vias to the layer above  part of all wire  track usage
li1                        272                 -            -
met1                       239              0.44       0.0541
met2                        12              0.50       0.0827
met3                         0             0.060       0.0102
met4                         0                 0            0
met5                         -                 0            0
## repair_timing
action,CTS,global route
resized,0,1
endpoints found under the hold margin,0,0
buffers inserted,0,0
setup endpoints to repair,0,2
## how the worst max path moves through the flow
| stage | end | slack, ns |
|---|---|---|
| after global routing | y[1] | 0.006 |
| final | y[1] | 0.06 |
| after CTS | y[1] | 0.05 |
## placed cells by master, fill, tap and decap left out, types with 2 or more instances in the layout
cell type,count
nor2_1,8
or4_4,2
inv_1,6
clkdlybuf4s50_1,28
or4_1,2
nor3_1,4
a21oi_1,4
buf_4,6
nand2_1,2
## cells by family after synthesis
logic type,count (synthesis),synth area share
buffers and inverters,6,0.0679
AND-OR/OR-AND,15,0.343
AND/OR/NAND/NOR,29,0.589
## report_power, final
group,switching (mW),internal [mW],total [mW]
logic,0.0201,0.0352,0.0554
clock network,0,0,0
registers,0,0,0
total,0.0201,0.0352,0.0554
