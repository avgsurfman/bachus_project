File: design/flow/config.mk
export PLATFORM = sky130hd
export DESIGN_NAME = divider_32
export DESIGN_NICKNAME = divider_32
export VERILOG_FILES = /design/flow/design.v
export SDC_FILE = /design/flow/constraint.sdc
export NUM_CORES = 4
export LEC_CHECK = 1
export CORE_UTILIZATION = 30
File: design/flow/constraint.sdc
current_design divider_32

set clk_period 658.8
set clk_io_pct 0.2

create_clock -name clk0 -period $clk_period

set non_clock_inputs [all_inputs -no_clocks]
set_input_delay [expr $clk_period * $clk_io_pct] -clock clk0 $non_clock_inputs
set_output_delay [expr $clk_period * $clk_io_pct] -clock clk0 [all_outputs]
File: design/flow/design.v
module divider_32(input logic [31:0] a,b,
                  output logic [31:0] rem, q);
      logic [31:0] couts [31:0];
      logic [31:0] difference;
      logic [31:0] remainder [31:0];  
      genvar i, k;
      generate begin
          for (i = 0; i < 32; i++) begin: first_layer 
              if (i == 0)
                  divider_block layer0(
                                      .r(a[31]), 
                                      .b(~b[0]),
                                      .cin(1'b1),
                                      .n(difference[0]),
                                      .cout(couts[0][0]),
                                      .d(),
                                      .r_new(remainder[0][0])
                                      );  
              else if (i == 31)
                  divider_block layer0(.r(1'b0), 
                                       .b(~b[31]), 
                                       .cin(couts[0][30]), 
                                       .n(difference[0]),
                                       .cout(), 
                                       .d(difference[0]),
                                       .r_new());  
              else
                  divider_block layer0(.r(1'b0),
                                       .b(~b[i]), 
                                       .cin(couts[0][i-1]), 
                                       .n(difference[0]),
                                       .cout(couts[0][i]),
                                       .d(), 
                                       .r_new(remainder[0][i]));  
          end 
          for (k = 1; k < 32; k++) begin: next_layer
              for (i = 0; i < 32; i++) begin
                  if (i == 0)
                     divider_block layerk_first(a[31-k], ~b[0], 1'b1, difference[k], couts[k][0], , remainder[k][0]);
                  else if (i == 31)
                      divider_block layerk_last(
                            .r(remainder[k-1][30]), 
                            .b(~b[31]), 
                            .cin(couts[k][i-1]), 
                            .n(difference[k]), 
                            .cout(),
                            .d(difference[k]), 
                            .r_new(remainder[k][i])); 
                  else 
                     divider_block layerk(remainder[k-1][i-1], ~b[i], couts[k][i-1], difference[k], couts[k][i], , remainder[k][i]);
          end
          end
      end
      endgenerate
     generate
         for(k = 0; k < 32; k++)
            assign q[k] = ~difference[31-k]; 
     endgenerate
     assign rem[31:0] = remainder[31];
endmodule
module divider_block(input logic r, b, cin, n,
                     output logic cout, d, r_new);
    assign d = r ^ b ^ cin;
    assign cout = r & b | r & cin | b & cin;
    assign r_new = n ? r : d; 
endmodule
File: design/flow/run.sh
#!/bin/bash
# OpenROAD 26Q1-2900-gdf79404cd8, Yosys 0.63+post, stock flow scripts
make -C /OpenROAD-flow-scripts/flow DESIGN_CONFIG=/design/flow/config.mk WORK_HOME=/design/flow/orfs finish
==> notes.md <==
The transition time recorded at the tightest slew-check pin is 0.814 ns. 128 I/O pins were placed. The maximum number of pins on one net before global-route repair is 49. The number of maximum-capacitance violations recorded for the run is 0. During placement, the flow inserted port buffers numbering 128. The total via count in the routed design was 28847. Broken down by cell family, the worst path's largest delay share belongs to adder cells.

At the worst endpoint, the arrival time is 516.22 ns. With the overall routed net length at 111 mm, the number of slew-limit violations in the final report is 0. The library cells used most frequently in the layout, excluding fill and tap cells, are sky130_fd_sc_hd__nand2_1 (795), sky130_fd_sc_hd__buf_4 (598), sky130_fd_sc_hd__fa_1 (474). The run gives 0.0423 mm² as the area of placed instances.

For this run the detailed placement stage logged an HPWL of 96.0 mm. Count of standard-cell rows: 124. The capture point of the critical path was reported as rem[12].

Synthesis handed over a netlist of 3676 instances. The initial antenna violation count is 3, and the total buffers and inverters traversed by the critical path is 35. The first global-routing pass estimated 181 mm of wire. In the finished design, the share of the clock period the worst path needs comes to 98.4%.

For this run, the detailed router's first-pass iteration total came to 5. The worst setup path is launched from an input port. Per the OpenROAD timing report, the critical path contains 1166 cells. The tool warning count for the run is 32.

The violation tally from detailed-route iteration zero was 1344. The Yosys warning count is 3. The floorplan step records an initial core utilization of 30.4%. Across every metal layer, demand over resource in global routing totals 20.9%. Summing every instance area after synthesis gives 0.0349 mm².

The synthesis area per yosys was 0.0349 mm²; the core box area was 0.115 mm². Number of global-route vias before repair: 30912. The worst-path maximum fanout is 5, and the tally of clock buffers in the finished layout is 0. With the final tally of setup violations at 0, the final number of hold-violating endpoints is 0.

The run gives 3676 as the number of cells in Yosys stat. Cells with a size suffix above 1 make up 37.4% of the layout. The total overflow left after global routing is 0.

Per the post-place timing report, worst setup slack is -4.65 ns. The die is 343 µm wide. The flow measured a signed area growth from synthesis to layout of 24.9%.

For the sequential cell count, the log shows 0. The worst pin sits at a relative slew slack of 45.7%. With the unique cell type count in the Yosys netlist at 85, the post-route DRC violation count is 0.

Based on the critical path, the design can be clocked at up to 1.54 MHz. Leaving out fill and tap cells, the most frequent cell in the layout is sky130_fd_sc_hd__nand2_1. Hold repair after CTS inserted 0 buffers.

The via density per instance came out at 5.05. In the post-route analysis, the smallest setup slack over all paths is 10.82 ns. According to the floorplan report, the die height is 343 µm. The chip occupies 0.118 mm². The script logs the mean routed wire length per placed instance as 19.4 µm.

The worst setup path startpoint was a[31]. The logs give 527.04 ns for the critical path required time and 37.9% for the final core utilization. The layout report lists the combined flip-flop and latch area as 0 µm². After routing the design area is 0.0435 mm².

Routability-driven placement finished with a final weighted congestion of 0.946. The run gives 647.98 ns for the minimum clock period after layout. The most critical min-delay path falls under in -> out.

The worst setup path is captured at a primary output. Fraction of the yosys area taken by sequential cells: 0%. The count of nets left with antenna violations once routing finished came out at 0.

The critical path in this run is classified as in -> out. The flow ran to the end, and the final reports show no timing, DRC or antenna violations. The maximum cell stage delay along the critical path was 0.49 ns. Each instance of the synthesized netlist takes up on average 9.49 µm². The slowest stage of the critical path belongs to the cell sky130_fd_sc_hd__clkdlybuf4s50_1. The most repeated library cell on the critical path was sky130_fd_sc_hd__fa_1.
cells in the mapped netlist, types with 38 or more instances:
library cell	number	area share, %
sky130_fd_sc_hd__fa_1	927	53
sky130_fd_sc_hd__buf_4	38	0.82
sky130_fd_sc_hd__o21ai_0	84	1.2
sky130_fd_sc_hd__a21oi_1	97	1.4
sky130_fd_sc_hd__clkbuf_1	104	1.1
sky130_fd_sc_hd__nor2_1	370	4.0
sky130_fd_sc_hd__inv_1	187	2.0
sky130_fd_sc_hd__ha_1	65	2.3
sky130_fd_sc_hd__mux2i_1	45	1.3
sky130_fd_sc_hd__xnor2_1	40	1.0
sky130_fd_sc_hd__o22ai_1	64	1.1
sky130_fd_sc_hd__mux2_2	254	8.2
sky130_fd_sc_hd__nand2_1	809	8.7
sky130_fd_sc_hd__nand3_1	38	0.55
per-stage QoR:
step	hold slack (ns)	cells	setup TNS (ns)
6_report	264.46	5716	0
5_1_grt	264.56	5715	-0.368
4_1_cts	264.58	5707	0
3_5_place_dp	264.63	5694	-145.62
3_3_place_gp	264.64	5694	-151.76
2_1_floorplan	263.90	3676	0
layer usage:
metal	GRT usage [%]	vias up	wire, µm
met5	0.321	-	13
met4	2.19	2	2140
met3	7.96	96	10300
met2	32.5	797	52100
met1	29.8	14604	46500
li1	-	13348	-
worst min path at each step:
| stage | start | cells after the start | endpoint | slack (ns) |
|---|---|---|---|---|
| CTS | b[8] | 6 | rem[8] | 264.58 |
| global route | b[11] | 7 | rem[11] | 264.56 |
| finish | b[11] | 7 | rem[11] | 264.46 |
kinds of logic after synthesis:
family,count (synthesis),share of synthesized area (%)
and+or+nand+nor,1331,15.4
muxes,312,10.1
xor gates and xnor gates,68,1.79
buffers and inverters,404,4.92
AOI/OAI and AO/OA,569,12.2
adders and majority gates,992,55.6
what timing repair did:
item | CTS | global route
setup buffers | 13 | 8
endpoints found under the hold margin | 0 | 0
gates resized | 118 | 251
pin swaps | 37 | 44
endpoints found under the setup margin | 33 | 34
cell type report:
| cell class | count | area [µm²] |
|---|---|---|
| well taps | 1512 | 1890 |
| diodes | 1 | 2.50 |
| multi-input cells | 3272 | 35100 |
| inverters | 203 | 777 |
| fillers | 11240 | 71300 |
| repair buffers | 728 | 5760 |
